==> design.v <==
`timescale 1ns / 1ps
module ALU(input [4:0] Op,input [31:0] Data1,Data2, output reg zero, output reg [31:0] ALUOut
    );
always @(Op or Data1 or Data2)
begin
	ALUOut <= 0;
	zero <= 0;
	if (Op == 1)
	begin
		ALUOut <= Data1 + Data2;
		zero <= (Data1 == Data2);
	end
	if (Op == 2)
	begin
		ALUOut <= Data1 - Data2;
		zero <= Data1 == Data2;
	end
	else if (Op == 3)
			ALUOut <= Data1*Data2;
	else if (Op == 4)
	begin
			ALUOut <= Data2 <<< 16;
			zero <= Data1 != Data2;
	end
end
endmodule
`timescale 1ns / 1ps
module ALUControl(input [5:0] Instruction, input [1:0] ALUOp, output reg [4:0] Op
    );
always @(*)
begin
	case(ALUOp)
	3 : Op = 0;
	0 : Op = 1;
	1 : Op = 4;
	2 : 
		begin
		if (Instruction == 1)
			Op = 1;
		else if (Instruction == 2)
			Op = 2;
		else if (Instruction == 3)
			Op = 3;
		end
	endcase
end
endmodule
`timescale 1ns / 1ps
module Control(input Clk, input [5:0] Instruction, output reg [1:0] ALUOp,
output reg RegWrite, MemtoReg, MemRead, MemWrite, Branch, ALUSrc, RegDst
    );
reg [3:0] state;
initial
begin
	state <= 0;
end
always @(*)
begin
	ALUOp = 3;
	RegWrite = 0;
	MemtoReg = 0;
	MemRead = 0;
	MemWrite = 0;
	Branch = 0;
	ALUSrc = 0;
	RegDst = 0;
	if (Instruction == 0)
	begin
	end
	else if (Instruction < 4)
	begin
		ALUOp = 2;
		RegWrite = 1;
		RegDst = 1;
	end
	else if (Instruction < 6)
	begin
		ALUSrc = 1;
		RegWrite = 1;
		if (Instruction == 5)
			ALUOp = 0;
		else if (Instruction == 4)
			ALUOp = 1;
	end
	else if (Instruction < 8)
	begin
		RegDst = 0;
		ALUOp = 0;
		ALUSrc = 1;
		if (Instruction == 6)
		begin
			MemRead = 1;
			RegWrite = 1;
			MemtoReg = 1;
		end
		if (Instruction == 7)
		begin
			MemWrite = 1;
			ALUSrc = 1;
		end
	end
	else if (Instruction < 9)
	begin
		Branch = 1;
		ALUOp = 0;
	end
	else if (Instruction < 11)
	begin
		Branch = 1;	
		if (Instruction == 9)
			ALUOp = 0;
		else
			ALUOp = 1;
	end
end
endmodule
`timescale 1ns / 1ps
module DM(input MemWrite, MemRead, Clk,
input [7:0] Address, input [31:0] WriteData, output reg [31:0] ReadData
    );
reg [31:0] Memory [255:0];
always @(*)
begin
	if (MemRead)
		ReadData <= Memory[Address];
	else
		ReadData <= 0;
end
always @(posedge Clk)
begin
	if (MemWrite)
		Memory[Address] <= WriteData;
end
endmodule
`timescale 1ns / 1ps
module IM(input [7:0] Address, output reg [31:0] Instr
    );
reg [31:0] Instructions[127:0];
initial
begin
	Instructions[0] = 0;
	Instructions[4] = 32'b000101_00001_00001_00000_00000_000011;
	Instructions[8] = 32'b000101_00010_00010_00000_00000_001010;
	Instructions[12] = 32'b001000_00000_00000_00000_00000_000111;
	Instructions[44] = 32'b000111_00001_00010_00000_00000_000000;
	Instructions[48] = 32'b000010_00010_00001_00011_00000_000010;
	Instructions[52] = 32'b000011_00010_00001_00100_00000_000011;
	Instructions[56] = 32'b001010_00001_00001_00000_00000_000111;
	Instructions[60] = 32'b000110_00001_00101_00000_00000_000000;
	Instructions[76] = 32'b001001_00010_00101_00000_00000_000101;
end
always @(*)
begin
	Instr = Instructions[Address];
end
endmodule
`timescale 1ns / 1ps
module Main(
input Clk,
output [31:0] RegA, RegB, IR, PCPlus4F, InstrExt, PCAdded, Data2, Result, MemData, WriteData,
output [4:0] WriteReg, Op,
output reg [31:0] PC,
output reg [63:0] IFID, 
output reg [146:0] IDEX,
output reg [106:0] EXMEM,
output reg [70:0] MEMWB,
output [1:0] ALUOp,
output RegWrite, MemtoReg, MemRead, MemWrite, Branch, ALUSrc, RegDst, zero
    );
IM Instructions(PC, IR);
Registers Regs(MEMWB[69], Clk, WriteData, IFID[25:21], IFID[20:16], MEMWB[4:0], RegA, RegB);
DM Memory(EXMEM[105], EXMEM[104], Clk, EXMEM[68:37], EXMEM[36:5], MemData);
Control Signals(Clk, IFID[31:26], ALUOp, RegWrite, MemtoReg, MemRead, MemWrite, Branch, ALUSrc, RegDst);
ALUControl ALUSignals(IDEX[15:10], IDEX[139:138] , Op);
ALU operations(Op, IDEX[105:74], Data2, zero, Result);
assign PCPlus4F = PC + 4;
assign InstrExt[15:0] = IFID[15:0];
assign InstrExt[31:16] = IFID[15]? 16'b1111111111111111: 16'b0000000000000000;
assign PCAdded = 	IDEX[137:106] + (IDEX[41:10] << 2);
assign Data2 = IDEX[145]? IDEX[41:10]: IDEX[73:42];
assign WriteReg = IDEX[146]? IDEX[4:0]: IDEX[9:5];
assign WriteData = MEMWB[70]? MEMWB[68:37] : MEMWB[36:5];
initial
begin
	PC = 0;
end
always @(posedge Clk)
begin
	IFID[31:0] <= IR;
	IFID[63:32] <= PCPlus4F;
	IDEX[4:0] <= IFID[15:11];
	IDEX[9:5] <= IFID[20:16];
	IDEX[41:10] <= InstrExt;
	IDEX[73:42] <= RegB;
	IDEX[105:74] <= RegA;
	IDEX[137:106] <= IFID[63:32];
	IDEX[139:138] <= ALUOp;
	IDEX[140] <= RegWrite;
	IDEX[141] <= MemtoReg;
	IDEX[142] <= MemRead;
	IDEX[143] <= MemWrite;
	IDEX[144] <= Branch;
	IDEX[145] <= ALUSrc;
	IDEX[146] <= RegDst;
	EXMEM[4:0] <= WriteReg;
	EXMEM[36:5] <= IDEX[73:42];
	EXMEM[68:37] <= Result;
	EXMEM[69] <= zero;
	EXMEM[101:70] <= PCAdded;
	EXMEM[102] <= IDEX[140];
	EXMEM[103] <= IDEX[141];
	EXMEM[104] <= IDEX[142];
	EXMEM[105] <= IDEX[143];
	EXMEM[106] <= IDEX[144];
	MEMWB[4:0] <= EXMEM[4:0];
	MEMWB[36:5] <= EXMEM[68:37];
	MEMWB[68:37] <= MemData;
	MEMWB[69] <= EXMEM[102];
	MEMWB[70] <= EXMEM[103];
	if (EXMEM[69] & EXMEM[106])
		PC <= EXMEM[101:70];
	else
		PC <= PCPlus4F;
end
endmodule
`timescale 1ns / 1ps
module Registers(input RegWrite, Clk, input [31:0] WriteData, input [4:0] Rs,Rt,Rd,
	output reg [31:0] Data1,Data2
    );
reg [31:0] registers[31:0];
integer i;
initial
begin
	Data1 = 0;
	Data2 = 0;
	for (i = 0; i < 32; i = i+1)
	begin
		registers[i] <= 0;
	end
end
always @(*)
begin
	Data1 <= registers[Rs];
	Data2 <= registers[Rt];
end
always @(posedge Clk)
begin
	if (RegWrite == 1)
	begin
		registers[Rd] <= WriteData;
	end
end
endmodule
==> run.sh <==
#!/bin/bash
# OpenROAD 26Q1-2900-gdf79404cd8, Yosys 0.63+post, stock flow scripts
make -C /OpenROAD-flow-scripts/flow DESIGN_CONFIG=/design/flow/config.mk WORK_HOME=/design/flow/orfs finish
==> constraint.sdc <==
current_design Main

set clk_period 110.9
set clk_io_pct 0.2

create_clock -name clk0 -period $clk_period [get_ports {Clk}]

set non_clock_inputs [all_inputs -no_clocks]
set_input_delay [expr $clk_period * $clk_io_pct] -clock clk0 $non_clock_inputs
set_output_delay [expr $clk_period * $clk_io_pct] -clock clk0 [all_outputs]
==> config.mk <==
export PLATFORM = sky130hd
export DESIGN_NAME = Main
export DESIGN_NICKNAME = Main
export VERILOG_FILES = /design/flow/design.v
export SDC_FILE = /design/flow/constraint.sdc
export NUM_CORES = 4
export LEC_CHECK = 1
export CORE_UTILIZATION = 40
export SYNTH_MEMORY_MAX_BITS = 65536
==> reports/metrics.yaml <==
worst_hold_path:
  hold_path_startpoint: "IDEX[47]$_DFF_P_"
  hold_path_class: "flip-flop to flip-flop"
  whs_endpoint: "EXMEM[10]$_DFF_P_"
  hold_depth: 0
place:
  placed_area_um2: 378000
  gp_congestion: 0.965
  place_hpwl_um: 722000
  post-place-ws_ns: 79.01
  portBuffers: 667
layout:
  seq_area_um2: 261000
  fin_util_pct: 46.4
  drive_gt1_share_pct: 28.9
  logic_area_um2: 87200
  n_fill_cell: 71000
  fin_area_um2: 407000
  area_delta_synth_final_pct: 15.6
clock_tree:
  cts_tree: "built"
  root_buffer: "clkbuf_16"
  post_cts_buffers: 0
  clkTransAtPathRegs_ns: 0.07
  postCtsHoldBufs: 0
  cts_buffer_depth: 4
  cts_resized: 0
  clk_latency_ns: 1.21
  cts-buffers-inserted: 876
  h-tree-depth: 6
floorplan:
  core_um2: 877000
  die_area_um2: 884000
  die_h_um: 940
  ios: 762
  initial_core_util_pct: 40.1
  die-width_um: 940
  fp-row-count: 344
final_timing:
  slew_viol_final: 0
  untimed_endpoints: 6
  unclocked_regs: 3
  slew_headroom_pct: 21.4
  whs_ns: 0.334
  finalCriticalPeriod_ns: 33.19
  hold_violations: 0
  max_freq_ghz: 0.0301
  skew_ns: 0.119
  max_slew.worst_pin.slew_ns: 1.18
  timing.setup.tns_ns: 0
  worst_slack_ns: 77.71
  rsz0062_at_grt: "no"
  setup_viol: 0
  post-route-period-util_pct: 29.9
run_status:
  outcome: "finished, final reports clean"
power_and_ir_drop:
  pwr-share-clk_pct: 44.9
  pwr-share-seq_pct: 55.1
  leakagePower_nw: 149
  ir_drop_v: 0.0000158
  p_per_area_nw_per_um2: 16.0
  p_int_mw: 5.24
  p_switching_mw: 1.28
  p_sw_share_pct: 19.6
  combPwrFrac_pct: 0
global_route:
  grt_max_degree: 114
  track_usage_pct: 28.1
  grt_pass1_wl_um: 1540000
  overflow: 0
  antenna_found_initial: 108
  grt_pass1_vias: 187000
critical_path:
  worst-path-max-fanout: 34
  startpoint_type: "flip-flop"
  worstSetupPathType: "flip-flop to output pin"
  worst_setup_path_end_kind: "output pin"
  reg2reg_depth: 28
  cp.required_ns: 88.72
  cpMostUsedCell: "fa_1"
  rrSetupSlack_ns: 101.47
  slowest_delay_ns: 0.89
  crit_slowest_cell: "mux2i_1"
  arrival_ns: 11.01
  r2r_start: "IDEX[145]$_DFF_P_"
  r2r_end: "EXMEM[68]$_DFF_P_"
logic_synthesis:
  synth-edff-count: 8450
  synth_flops: 8815
  synth_chip_area_um2: 352000
  synth_cells: 15800
  synth.distinct_cells: 79
  flop_cell: "edfxtp_1"
  async_reset_ff_share_pct: 0
  ys_cells: 15800
  ys_warn_count: 9
  synth_area_um2: 352000
  syn_area_per_cell_um2: 22.3
route:
  drtIter0Drc: 11900
  route.detailed.drc: 0
  vias: 171000
  ant_nets: 0
  post_drt_wl_per_cell_um: 37.6
  drtPass1Iterations: 5
  wirelength_um: 1120000
  vias_per_cell: 5.73
run:
  warning_count: 81
  drv_cap: 0
## stage by stage
step,std cells,total power [mW]
2_1_floorplan,15900,3.66
3_3_place_gp,28100,3.66
3_5_place_dp,28100,3.66
4_1_cts,29700,6.56
5_1_grt,29800,6.68
6_report,29800,6.52
## worst max-delay path by stage
stage	start	endpoint	slack (ns)	depth (start not counted)
CTS	IDEX[145]$_DFF_P_	Result[31]	77.74	29
finish	IDEX[145]$_DFF_P_	Result[31]	77.71	29
global route	IDEX[145]$_DFF_P_	Result[31]	77.39	29
## per-layer routing
metal	vias up	share of wire (%)	track usage, %
met1	87300	28	29.7
met3	2122	21	25.5
li1	68600	-	-
met5	-	0.59	7.25
met4	114	5.7	11.6
met2	12800	45	38.9
## layout make-up
cell class                 count  share of cell area [%]
antenna                      123                  0.0756
multi-input combinational   5674                    21.4
inverter                     469                   0.434
sequential                  8815                    64.2
clock inverter               514                    1.33
clock buffer                1103                    5.67
timing repair buffer        1544                    3.31
tap                        11600                    3.56
## kinds of logic after synthesis
logic type               synth area share [%]
AND-OR/OR-AND                            1.09
XOR/XNOR                                0.411
adder cells (fa/ha/maj)                  3.07
buffers and inverters                    1.81
flip-flops                               74.2
latches                                0.0128
multiplexers                             17.5
other                                 0.00107
AND/OR/NAND/NOR                          1.91
## power by group through the flow
stage	logic, mW	registers (mW)	clock network, mW
after CTS	0.000137	3.59	2.97
final	0.000101	3.59	2.93
after global routing	0.000243	3.59	3.09
## cells in the mapped netlist, drive strengths merged, types with 12 or more instances
cell type | count | area [um2]
xor2 | 43 | 377
o211ai | 13 | 97.6
a221oi | 22 | 193
edfxtp | 8450 | 254000
o31a | 12 | 105
nor3 | 40 | 200
nand2b | 30 | 188
mux4 | 2684 | 60400
inv | 466 | 1750
a21oi | 136 | 681
clkbuf | 440 | 1650
a21o | 22 | 165
nand3 | 64 | 320
o22ai | 17 | 106
a22o | 22 | 193
mux2 | 86 | 968
fa | 411 | 8230
o21a | 17 | 128
nand2 | 419 | 1570
nor2 | 469 | 1760
a22oi | 82 | 616
and3 | 22 | 138
o21ai | 66 | 330
ha | 205 | 2560
mux2i | 31 | 310
a31oi | 12 | 75.1
xnor2 | 122 | 1070
and2 | 269 | 1680
o21bai | 17 | 128
a211oi | 12 | 90.1
nand4 | 22 | 138
a32oi | 17 | 149
nor2b | 59 | 369
dfxtp | 362 | 7250
buf | 502 | 2970
## sequential cells by signal (all words and copies together), names as in the netlist
name / flops
ALUSignals.Op: 3
Regs.registers: 256
EXMEM: 104
IDEX: 113
MEMWB: 69
IFID: 46
PC: 32
Memory.Memory: 8192
## cell usage in the layout (no fill, tap or decap), types with 123 or more instances in the layout
cell type and n:
fa_1 411, dfxtp_1 314, clkinv_1 206, inv_1 464, buf_4 861, nor2_4 268
clkbuf_1 209, a21oi_1 133, nor2_1 198, nand2_1 403, and2_1 268, clkdlybuf4s50_1 667
ha_1 205, edfxtp_1 8450, diode_2 123, clkbuf_16 886, clkinv_2 146, mux4_2 2684
## critical path: cells and delay by family, from the launching register on
| family | cells | cell delay, ns |
|---|---|---|
| AND/OR/NAND/NOR | 1 | 0.20 |
| buffers and inverters | 8 | 1.60 |
| adder cells (fa/ha/maj) | 9 | 4.34 |
| XOR/XNOR | 1 | 0.14 |
| multiplexers | 1 | 0.89 |
| flip-flops | 1 | 0.31 |
| AND-OR/OR-AND | 9 | 2.33 |
Power is estimated from default activity; no workload was simulated.
